==> /design/flow/design.v <==
module ALU #(
    parameter BITWIDTH = 16
)(
    input wire [BITWIDTH-1:0] A, B,
    output wire [BITWIDTH-1:0] Sum,
    output wire Cout,
    input wire en,
    input wire op);
wire [BITWIDTH:0] Intermediate_carries;
wire [BITWIDTH-1:0] internal_B;
assign internal_B = B ^ {BITWIDTH{op}}; 
assign Cout = Intermediate_carries[BITWIDTH];
genvar i;
generate
    for (i = 0; i <= BITWIDTH -1; i ++) begin: gen_FA_chain
        if (i == 0)
            fulladder FA_i (.en(en),
                            .A(A[i]),
                            .B(internal_B[i]),
                            .Cin(op),
                            .Sout(Sum[i]),
                            .Cout(Intermediate_carries[i+1])
                            );
        else begin
            fulladder FA_i (.en(en),
                            .A(A[i]),
                            .B(internal_B[i]),
                            .Cin(Intermediate_carries[i]),
                            .Sout(Sum[i]),
                            .Cout(Intermediate_carries[i+1])
                            );
        end
    end
endgenerate
endmodule
module cordic #(
    parameter BITWIDTH = 16,
    parameter ITERATIONS = 12
)(
    input wire [BITWIDTH-1:0] Angle,
    output wire [BITWIDTH-1:0] X, Y,
    output wire Done,
    input wire clk, en, rst
);
    wire [BITWIDTH-1:0] x_alu_sum;
    wire [BITWIDTH-1:0] y_alu_sum;
    wire [BITWIDTH-1:0] z_alu_sum;
    wire [BITWIDTH-1:0] x_reg_out;
    wire [BITWIDTH-1:0] y_reg_out;
    wire [BITWIDTH-1:0] z_reg_out;
    wire [BITWIDTH-1:0] z_reg_out_n;
    wire [BITWIDTH-1:0] y_reg_out_n;
    wire [BITWIDTH-1:0] x_reg_out_n;
    wire [$clog2(BITWIDTH)-1:0] cnt_out;
    wire [BITWIDTH-1:0] x_shifted;
    wire [BITWIDTH-1:0] y_shifted;
    wire [BITWIDTH-1:0] init_reg_out;
    wire z_sel = init_reg_out[0];
    wire y_sel = init_reg_out[0];
    wire x_sel = init_reg_out[0];
    wire direction = z_reg_out[BITWIDTH-1];
    assign X = x_reg_out;
    assign Y = y_reg_out;
    wire [BITWIDTH-1:0] x_mux_in [1:0];
    assign x_mux_in[1] = x_alu_sum;
    assign x_mux_in[0] = 16'b0100_1101_1011_1010;
    wire [BITWIDTH-1:0] x_mux_out;
    wire [BITWIDTH-1:0] y_mux_in [1:0];
    assign y_mux_in[1] = y_alu_sum;
    assign y_mux_in[0] = '0;
    wire [BITWIDTH-1:0] y_mux_out;
    wire [BITWIDTH-1:0] z_mux_in [1:0];
    assign z_mux_in[1] = z_alu_sum;
    assign z_mux_in[0] = Angle;
    wire [BITWIDTH-1:0] z_mux_out;
    wire [BITWIDTH-1:0] ROM_out;
    wire [BITWIDTH-1:0] Q_init_reg_donotuse;
    wire internal_en = en & ~Done;
    register #( .BITWIDTH(BITWIDTH)) init_reg (
                    .D(16'b1),
                    .clk(clk),
                    .en(internal_en),
                    .rst(rst),
                    .Q(Q_init_reg_donotuse),
                    .Qn(init_reg_out)
                    );
    register #( .BITWIDTH(BITWIDTH) ) x_reg (
                    .D(x_mux_out),
                    .clk(clk),
                    .en(internal_en),
                    .rst(rst),
                    .Q(x_reg_out),
                    .Qn(x_reg_out_n)
                    );
    register #(
                    .BITWIDTH(BITWIDTH)
                    ) y_reg (.D(y_mux_out),
                    .clk(clk),
                    .en(internal_en),
                    .rst(rst),
                    .Q(y_reg_out),
                    .Qn(y_reg_out_n)
                    );
    register  #(
                    .BITWIDTH(BITWIDTH)
                    ) z_reg (.D(z_mux_out),
                    .clk(clk),
                    .en(internal_en),
                    .rst(rst),
                    .Q(z_reg_out),
                    .Qn(z_reg_out_n)
                    );
    mux #(
                .BITWIDTH(BITWIDTH),
                .NINPUTS(2)
                ) x_mux (
                .In(x_mux_in),
                .Out(x_mux_out),
                .sel(x_sel)
                );
    mux #(
                .BITWIDTH(BITWIDTH),
                .NINPUTS(2)
                ) y_mux (
                .In(y_mux_in),
                .Out(y_mux_out),
                .sel(y_sel)
                ); 
    mux #(
                .BITWIDTH(BITWIDTH),
                .NINPUTS(2)
                ) z_mux (
                .In(z_mux_in),
                .Out(z_mux_out),
                .sel(z_sel)
                ); 
  wire [$clog2(BITWIDTH)-1:0] cnt_out_delay;
  register #(
                    .BITWIDTH($clog2(BITWIDTH))
                    ) delay_count_reg (.D(cnt_out),
                    .clk(clk),
                    .en(internal_en),
                    .rst(rst),
                    .Q(cnt_out_delay)
                    );
  assign Done = &cnt_out;
   counter #(
                .WIDTH(BITWIDTH)
            ) cnt_u (
            .clk(clk),
            .en(internal_en),
            .rst(rst),
            .cnt(cnt_out)
            );
  rom_tcell #(.BITWIDTH(16)
            ) atan_rom (
            .clk(clk),
            .addr(cnt_out),
            .data(ROM_out)
            );
   shift_barrel  #(
                    .WIDTH(BITWIDTH)
                ) x_shift_barrel (  
                .In(x_reg_out),
                .s(cnt_out_delay),
                .In_sh(x_shifted)
                );
   shift_barrel  #(
                    .WIDTH(BITWIDTH)
                ) y_shift_barrel (  
                .In(y_reg_out),
                .s(cnt_out_delay),
                .In_sh(y_shifted)
                );
    ALU    #(
                .BITWIDTH(BITWIDTH)
                ) x_alu (
                .A(x_reg_out),
                .B(y_shifted),
                .en(internal_en),
                .op(~direction),
                .Sum(x_alu_sum)
                );
    ALU    #(
                .BITWIDTH(BITWIDTH)
                ) y_alu (
                .A(y_reg_out),
                .B(x_shifted),
                .en(internal_en),
                .op(direction),
                .Sum(y_alu_sum)
                );
    ALU    #(
                .BITWIDTH(BITWIDTH)
                ) z_alu (
                .A(z_reg_out),
                .B(ROM_out),
                .en(internal_en),
                .op(~direction),
                .Sum(z_alu_sum)
                );
endmodule
module counter #(
    parameter WIDTH = 16
) (
    input wire clk, en, rst,
    output reg [$clog2(WIDTH)-1:0] cnt
);
    always_ff @(posedge clk or posedge rst) begin
        if (rst)
            cnt <= '0;
        else if( en )
            cnt <= cnt + 1;
        end
endmodule
module fulladder #(
    parameter BITWIDTH = 16
)(
    input wire en,A,B,Cin,
    output Sout,Cout);
assign Sout = A ^ B ^ Cin;
assign Cout = (A & B) | (A ^ B) & Cin;
endmodule
module mux #(
    parameter BITWIDTH = 16,
    parameter NINPUTS = 2
)(
    input wire [BITWIDTH-1:0] In[NINPUTS],
    output wire [BITWIDTH-1:0] Out,
    input wire [$clog2(NINPUTS)-1:0] sel
);
    assign Out = In[sel];
endmodule
module register #(
    parameter BITWIDTH = 16    
)(
    input wire [BITWIDTH-1:0] D,
    output reg [BITWIDTH-1:0] Q, Qn,
    input wire clk, en, rst
);
    always_ff @(posedge clk or posedge rst) begin
        if( rst ) begin
            Q <= '0;
            Qn <= '1;
        end else if( en ) begin
            Q <= D;
            Qn <= ~D;
        end
    end
endmodule
module rom_tcell #(
    parameter BITWIDTH = 16,
    parameter DATA_WIDTH = BITWIDTH,
    parameter ADDR_WIDTH = $clog2(BITWIDTH)
) (
    input  logic                  clk,
    input  logic [ADDR_WIDTH-1:0] addr,
    output logic [DATA_WIDTH-1:0] data
);
    (* rom_style = "tcell" *)
    logic [DATA_WIDTH-1:0] rom_array [0:(1<<ADDR_WIDTH)-1] ;
    initial begin
        $readmemb("../src/rom_data.hex", rom_array);
    end
    always_ff @(posedge clk) begin
        data <= rom_array[addr];
    end
endmodule
module shift_barrel #(
    parameter WIDTH = 16
) (
    input  logic signed [WIDTH-1:0] In,
    input  logic [$clog2(WIDTH)-1:0] s,
    output logic signed [WIDTH-1:0] In_sh
);
    always_comb begin
        In_sh = In >> s;
    end
endmodule
==> /design/flow/rom_data.hex <==
0110010010000111
0011101101011000
0001111101011011
0000111111101010
0000011111111101
0000001111111111
0000000111111111
0000000100000000
0000000010000000
0000000001000000
0000000000100000
0000000000010000
0000000000001000
0000000000000100
0000000000000010
0000000000000001
==> /design/flow/run.sh <==
#!/bin/bash
# OpenROAD 26Q1-2900-gdf79404cd8, Yosys 0.63+post, stock flow scripts
make -C /OpenROAD-flow-scripts/flow DESIGN_CONFIG=/design/flow/config.mk WORK_HOME=/design/flow/orfs finish
==> /design/flow/config.mk <==
export PLATFORM = sky130hd
export DESIGN_NAME = cordic
export DESIGN_NICKNAME = cordic
export VERILOG_FILES = /design/flow/design.v
export SDC_FILE = /design/flow/constraint.sdc
export NUM_CORES = 4
export LEC_CHECK = 1
export CORE_UTILIZATION = 40
export SYNTH_HDL_FRONTEND = slang
==> /design/flow/constraint.sdc <==
current_design cordic

set clk_period 13.0
set clk_io_pct 0.2

create_clock -name clk0 -period $clk_period [get_ports {clk}]

set non_clock_inputs [all_inputs -no_clocks]
set_input_delay [expr $clk_period * $clk_io_pct] -clock clk0 $non_clock_inputs
set_output_delay [expr $clk_period * $clk_io_pct] -clock clk0 [all_outputs]
==> run notes <==
Summary of implementation figures.

Yosys
The biggest area consumer among synthesized cells is dfrtp_1. Yosys printed 0 warnings. The area fraction of the largest cell type after synthesis is 24.80%. In this run, synthesis produced a sequential element count of 42. The number of distinct library cell variants in the gate-level netlist after synthesis is 45. Post-synthesis, Yosys gives the total cell area as 4138 um2.

By area the synthesized netlist is led by dfrtp_1 (25%), fa_1 (14%), mux2i_1 (7.0%), nand2_1 (6.8%), xnor2_1 (6.8%). The count of flip-flops with a built-in enable after synthesis is 0. Averaged over all synthesized cells, the footprint is 9.257 um2. Post-synth the commonest register cell is dfrtp_1.

The post-synthesis cell area is 4138 um2. In the synthesized netlist the async set-or-reset flop fraction comes to 100.0%. The synthesized instance count is 447. The number of cells in the yosys synthesis report is 447.

The sequential fraction of the synthesis area is 25.43%.

STA
Derived from the worst setup path, the maximum achievable clock frequency is 0.1099 GHz. For the final routed database, the setup TNS stands at 0 ns. The normalized max-slew margin is 54.01%. The pin slew with the least headroom to its limit is 0.6899 ns. The final timing report lists a hold violation count of 0. The setup violation total in the final timing report is 0. Pins over their slew limit in the final report were tallied at 0. The clock period minus final worst setup slack is 9.096 ns.

Setup repair after global routing left no endpoint under its margin. The post-route fraction of the period consumed by the critical path is 69.97%. The final critical-path setup slack is 3.904 ns. In the final run the clock tree shows a worst skew of 0.004340 ns. The worst-case hold slack is 0.5102 ns.

CTS
TritonCTS reports the number of clock sinks as 42. The post-CTS resize count is 0. TritonCTS built the clock tree. The post-cts hold-fix buffer tally is 0. The number of buffers between clock root and the deepest sink is 2. Clock latency on the worst-skew pair, taken at its later pin, is 0.29 ns. The number of CTS-inserted buffers is 5.

The timing report gives the clock slew at the launch and capture registers of the worst setup and hold paths as 0.09 ns. Clock tree synthesis selected as its root buffer the cell clkbuf_8. The number of H-tree levels is 2.

Once the clock tree was built, the setup fixing pass inserted 0 buffers.

Cells and area
The library cell used most frequently in the layout, excluding fill and tap cells, is nand2_1. The layout-stage area growth over the synthesis result is 7.106%. The share of layout cells above drive strength 1 is 12.81%. In the layout the commonest cells are nand2_1 (75), dfrtp_1 (40), o21ai_0 (36), clkdlybuf4s50_1 (36), xnor2_1 (32). The final cell area excluding filler cells is 4432 um2.

Die
The region available for standard cell placement spans 9910 um2. Per the OpenROAD floorplan log, the area of the die is 10750 um2. According to the floorplan log, the row count is 36.

The initial core utilization is 41.76%. The width of the die is 103.7 um. The I/O pin total is 52. The die span in y is 103.7 um.

Power and ir drop
Looking at the power breakdown, combinational cells take 72.4% of the total. The analysis reports a worst IR drop on VDD of 0.1039 mV. The switching power as a share of total power is 46.40%.

The switching component of the power was reported as 652.9 uW. The power report attributes to the sequential group a share of 21.2%. The leakage power in the latest report is 0.001875 uW. The total power divided by cell area is 317.5 nW/um2. The proportion of power drawn by the clock network is 6.4%. The power report lists cell-internal power as 754.3 uW.

Global route
The number of global-route vias before repair is 2988. The first global-routing pass estimated 15530 um of wire. The initial antenna violation count is 0. The pin count of the biggest net entering global routing is 47.

Recorded from the global router log, the overflow total was 0. Summed over all routing layers, the global router reports a total usage of 18.60%.

Run
Summing over the stages, the warning tally comes to 40. Max-cap violations in this run came to 0.

Placed design
The post-placement cell area is 4337 um2. The quantity of I/O buffers inserted on ports is 36. The worst setup slack after placement is 3.859 ns. The sum of net half-perimeters after detailed placement is 6668 um. The final weighted congestion in routability-driven placement is 0.9005.

Critical path
The type of the setup path with the least slack is reg2reg. The signal on the critical path passes through buf_4 > mux2_2 > mux4_2 > mux2i_4 > o21ai_0 > fa_1 > fa_1 > fa_1 > fa_1 > fa_1 > fa_1 > fa_1 > fa_1 > fa_1 > fa_1 > fa_1 > fa_1 > fa_1 > fa_1 > xor2_1 > xnor2_1 > o21ai_0 > a22o_1. The number of buffer and inverter instances along the worst setup path is 1.

The largest single stage delay on the critical path is 0.53 ns. The biggest fanout along the worst timing path is 45. The gate family responsible for the most delay along the worst path is adder cells. At the worst endpoint, the arrival time is 9.28 ns. The critical path's slowest cell is mux4_2. STA classifies the critical path endpoint as a flop. The required arrival time at the worst endpoint is 13.19 ns. The startpoint class of the critical path is a flop.

The timing report shows the most common cell along the critical path to be fa_1.

Route
The routed length per instance is 15.92 um. The remaining design rule violation count is 0. The total number of vias is 2959. The residual antenna-violating net count after detailed routing is 0. The violation tally recorded at the end of detailed-routing iteration 0 is 135.

The via density per instance is 5.191. The first-pass iteration count of the detailed router is 4. The number of antenna repair diodes is 0. The wire length recorded after detailed routing is 9072 um.

Status
The flow ran to the end, and the final reports show no timing, DRC or antenna violations.

Min path
The min-delay analysis places its worst path in the category reg2reg.
final cells by class:
| class | instances | area, um2 |
|---|---|---|
| clock buffer | 6 | 82.58 |
| sequential | 42 | 1054 |
| inverter | 24 | 90.09 |
| multi-input combinational | 318 | 2599 |
| fill | 961 | 5478 |
| clock inverter | 2 | 12.51 |
| tap | 133 | 166.4 |
| timing repair buffer | 45 | 427.9 |
sequential cells by signal, indices dropped and copies added (netlist names):
register	cells
y_reg.Q	16
z_reg.Q	1
init_reg.Qn	1
delay_count_reg.Q	4
x_reg.Q	16
cnt_u.cnt	4
worst paths after layout:
path / slack [ns] / cells after the start / from / end
setup / recovery: 3.90 / 23 / delay_count_reg.Q[1] / y_reg.Q[15]
hold / removal: 0.51 / 1 / cnt_u.cnt[3] / cnt_u.cnt[3]
setup reg to reg: 3.90 / 23 / delay_count_reg.Q[1] / y_reg.Q[15]
hold reg to reg: 0.51 / 1 / cnt_u.cnt[3] / cnt_u.cnt[3]
max in group asynchronous: 9.89 / 3 / rst / delay_count_reg.Q[1]
min in group asynchronous: 2.73 / 3 / rst / cnt_u.cnt[1]
logic make-up after synthesis:
| kind of cell | count (synthesis) | share of synthesized area [%] |
|---|---|---|
| and+or+nand+nor | 117 | 11.58 |
| buffers and inverters | 87 | 11.76 |
| AOI/OAI and AO/OA | 76 | 10.74 |
| muxes | 62 | 19.44 |
| DFF | 42 | 25.43 |
| xor gates and xnor gates | 34 | 7.197 |
| adders and majority gates | 29 | 13.85 |
layer usage:
metal / track usage [%] / vias up / routed length (um)
met5: 0 / - / 0
met4: 1.020 / 0 / 39
met3: 1.859 / 2 / 305
met2: 29.29 / 55 / 4237
met1: 30.59 / 1459 / 4489
li1: - / 1443 / -
cell usage after synthesis (3+ instances only):
cell type,n
inv_1,21
buf_2,4
nand3_1,4
nor2_1,23
o21ai_0,36
mux4_2,11
nor3_1,4
dfrtp_1,41
a21oi_1,15
mux2i_1,29
fa_1,28
nand2_1,75
clkbuf_1,19
buf_1,3
buf_4,35
mux2_2,18
a31oi_1,11
inv_2,3
xnor2_1,32
power groups by stage:
stage / sequential (uW) / clock (uW) / combinational, uW
6_report: 298 / 90.2 / 1020
5_1_grt: 313 / 99.5 / 1170
4_1_cts: 299 / 95.3 / 1040
through the flow:
step,power (uW),std cells,utilization [%]
after floorplan,1113,447,-
after global placement,1323,562,43.76
after detailed placement,1328,562,43.76
after CTS,1430,570,44.72
after global routing,1585,570,44.72
final,1407,570,44.72
Power and IR drop assume default switching activity.
